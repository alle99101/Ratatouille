`design/flow/run.sh`:
```
#!/bin/bash
# OpenROAD 26Q1-2900-gdf79404cd8, Yosys 0.63+post, stock flow scripts
make -C /OpenROAD-flow-scripts/flow DESIGN_CONFIG=/design/flow/config.mk WORK_HOME=/design/flow/orfs finish
```
`design/flow/config.mk`:
```
export PLATFORM = sky130hd
export DESIGN_NAME = RGBtoGray
export DESIGN_NICKNAME = RGBtoGray
export VERILOG_FILES = /design/flow/design.v
export SDC_FILE = /design/flow/constraint.sdc
export NUM_CORES = 4
export LEC_CHECK = 1
export CORE_UTILIZATION = 40
```
`design/flow/constraint.sdc`:
```
current_design RGBtoGray

set clk_period 21.4
set clk_io_pct 0.2

create_clock -name clk0 -period $clk_period [get_ports {clk}]

set non_clock_inputs [all_inputs -no_clocks]
set_input_delay [expr $clk_period * $clk_io_pct] -clock clk0 $non_clock_inputs
set_output_delay [expr $clk_period * $clk_io_pct] -clock clk0 [all_outputs]
```
`design/flow/design.v`:
```
module ALU (r,g,b,clk,valid_inr,valid_ing,valid_inb,gray);
input [31:0] r,g,b;
input clk, valid_inr,valid_ing,valid_inb;
wire valid_outmulr, valid_outmulg, valid_outmulb;
wire valid_out, valid_unused;
output [31:0] gray;
wire [31:0] rout,gout,bout,t;
Floatmulti multir (rout, 32'b00111110100110010001011010000111, r, valid_inr, valid_outmulr, clk);
Floatmulti multig (gout, 32'b00111111000101100100010110100010, g, valid_ing, valid_outmulg, clk);
Floatmulti multib (bout, 32'b00111101111010010111100011010101, b, valid_inb, valid_outmulb, clk);
Floatadder addrg(t, gout, rout, valid_outmulg, valid_outmulr, valid_out, clk);
Floatadder addrgb(gray, bout , t, valid_outmulb, valid_out, valid_unused, clk);
endmodule 
module Floatadder(data_out,x,y,valid_inx,valid_iny,valid_out,clk);
  input [31:0] x,y;
  input clk, valid_inx, valid_iny;
  output reg valid_out;
  output reg [31:0] data_out;
reg [7:0] ex, ey;
reg [23:0] mx, my;
reg [24:0] mout;
reg [7:0] bias;
always @(posedge clk) 
begin
if ((valid_inx == 1'b1) && (valid_iny == 1'b1)) begin
  mx = {1'd1, x[22:0]};
  my = {1'd1, y[22:0]};
  ex = x[30:23];
  ey = y[30:23];
if (ex < ey) 
  begin
    bias = ey - ex;
    ex = ey;
    mx = my >> bias;
  end
else 
  begin
    bias = ex - ey;
    ey = ex;
    my = mx >> bias;
  end
if (x[31]==y[31]) 
  begin
    mout = mx + my;
    data_out[31] = x[31];
  end
else
    if (mx > my)
      begin
        mout = mx - my;
        data_out[31] = x[31];
      end
else
  if (mx < my) 
    begin
      mout = my - mx;
      data_out[31]= y[31];
    end
else
  begin
    mout = mx - my;
    data_out[31] = 1'd0;
  end
    if (mout[24] == 1) begin		
				data_out[22:0] = mout[23:1];
				data_out[30:23] = ex+8'd1;
		end
		else if(mout[23] == 1) begin 					
				data_out[22:0] = mout[22:0];
				data_out[30:23] = ex;
		end
		else if (mout[22] == 1) begin
					data_out[22:0] = {mout[21:0],1'd0};
					data_out[30:23] = ex - 1;
				end
		else if (mout[21] == 1) begin
					data_out[22:0] = {mout[20:0],2'd0};
					data_out[30:23] = ex - 2;	
				end
		else if (mout[20] == 1) begin
					data_out[22:0] = {mout[19:0],3'd0};
					data_out[30:23] = ex - 3;	
				end
		else if (mout[19] == 1) begin
					data_out[22:0] = {mout[18:0],4'd0};
					data_out[30:23] = ex - 4;
				end
		else if (mout[18] == 1) begin
					data_out[22:0] = {mout[17:0],5'd0};
					data_out[30:23] = ex - 5;
				end
		else if (mout[17] == 1) begin
					data_out[22:0] = {mout[16:0],6'd0};
					data_out[30:23] = ex - 6;
				end		
		else if (mout[16] == 1) begin
					data_out[22:0] = {mout[15:0],7'd0};
					data_out[30:23] = ex - 7;
				end		
		else if (mout[15] == 1) begin
					data_out[22:0] = {mout[14:0],8'd0};
					data_out[30:23] = ex - 8;
				end
		else if (mout[14] == 1) begin
					data_out[22:0] = {mout[13:0],9'd0};
					data_out[30:23] = ex - 9;
				end
		else if (mout[13] == 1) begin
					data_out[22:0] = {mout[12:0],10'd0};
					data_out[30:23] = ex - 10;
				end
		else if (mout[12] == 1) begin
					data_out[22:0] = {mout[11:0],11'd0};
					data_out[30:23] = ex - 11;
				end
		else if (mout[11] == 1) begin
					data_out[22:0] = {mout[10:0],12'd0};
					data_out[30:23] = ex - 12;
				end
		else if (mout[10] == 1) begin
					data_out[22:0] = {mout[9:0],13'd0};
					data_out[30:23] = ex - 13;
				end
		else if (mout[9] == 1) begin
					data_out[22:0] = {mout[8:0],14'd0};
					data_out[30:23] = ex - 14;
				end
		else if (mout[8] == 1) begin
					data_out[22:0] = {mout[7:0],15'd0};
					data_out[30:23] = ex - 15;
				end
		else if (mout[7] == 1) begin
					data_out[22:0] = {mout[6:0],16'd0};
					data_out[30:23] = ex - 16;
				end
		else if (mout[6] == 1) begin
					data_out[22:0] = {mout[5:0],17'd0};
					data_out[30:23] = ex - 17;
				end
		else if (mout[5] == 1) begin
					data_out[22:0] = {mout[4:0],18'd0};
					data_out[30:23] = ex - 18;
				end
		else if (mout[4] == 1) begin
					data_out[22:0] = {mout[3:0],19'd0};
					data_out[30:23] = ex - 19;
				end
		else if (mout[3] == 1) begin
					data_out[22:0] = {mout[2:0],20'd0};
					data_out[30:23] = ex - 20;
				end
		else if (mout[2] == 1) begin
					data_out[22:0] = {mout[1:0],21'd0};
					data_out[30:23] = ex - 21;
				end
		else if (mout[1] == 1) begin
					data_out[22:0] = {mout[0],22'd0};
					data_out[30:23] = ex - 22;
				end
		else if (mout[0] == 1) begin
					data_out[22:0] = {23'd0};
					data_out[30:23] = ex - 23;
				end
		else data_out[30:0] = 0;	
valid_out = 1'b1;
end
else begin
valid_out = 1'b0;
data_out[31:0] = 1'b0;
end
end
endmodule
module Floatmulti (data_out,x,y,valid_in,valid_out,clk);
output reg [31:0] data_out;
output reg valid_out;
input [31:0] x,y;
input valid_in;
input clk;
 reg [47:0] mz;
 reg [23:0] mx,my;
 always @(posedge clk) 
 begin
	if (valid_in==1'b1)
	begin
		if (x[31] == y[31] ) begin
			data_out[31] = 0;  
			end
			else begin
			data_out[31] = 1;
			end
			data_out[30:23] = x [30:23] + y [30:23] - 8'd127; 
			mx = {1'b1,x[22:0]};				
			my = {1'b1,y[22:0]};
			mz = mx * my;
			if (mz[47] == 0) 
			begin		
				data_out[22:0] = mz[45:23];
			end
			else
			begin		
				data_out[30:23] = data_out[30:23] + 1;
				data_out[22:0] = mz[46:24];
			end
		valid_out = 1'b1;
	end
	else begin
		data_out[31:0] = 31'b0;
		valid_out = 1'b0;
	end
end
endmodule 
module RGBtoGray (r, g, b, valid_in, clk , rst , grayout);
  input [31:0] r,g,b;
  wire [31:0] rout, gout, bout;
  input valid_in, clk, rst;
  output [31:0] grayout;
  wire valid_outr,valid_outg,valid_outb;
register regr(rout,r,clk,valid_in,valid_outr, rst);
register regg(gout,g,clk,valid_in,valid_outg, rst);
register regb(bout,b,clk,valid_in,valid_outb, rst);
ALU ALU1(rout,gout,bout,clk,valid_outr,valid_outg,valid_outb, grayout);      
endmodule           
module register(data_out, data_in, clk, en, valid_out, rst);
	output reg [31:0] data_out;
	output reg valid_out;
	input [31:0] data_in;
	input clk,en,rst;
	always @(posedge clk)
	begin
	if (rst==1'b1 || en == 1'b0) begin
		data_out <= 32'b0;
		end
		else if(en==1'b1) begin
		  	data_out <= data_in;
			valid_out <= 1'b1;
        end
	end
endmodule
```
==> results.tsv <==
metric	value	unit
Reg-to-Reg End	ALU1.addrgb.data_out[16]$_DFF_P_	
setup_tns	0	ns
Synthesized registers	256	
Final Util	0.438	
Clock Skews	0.0406	ns
Reg2Reg Setup Slack	10.24	ns
Final WS setup	10.24	ns
die width	391	um
Hold Path End	ALU1.multir.data_out[31]$_DFF_P_	
# DRC	0	
Tot GR Track Use	0.287	
clk slew on worst S/H paths	0.07	ns
Mean Syn Cell Area	7.88	um2
Die Span Y	391	um
ratio of cells with drive above 1 in the final layout	0.0543	
drt pass-1 iters	8	
Post-Syn Area	0.0606	mm2
Min-Delay Path Depth	0	
drt wl/cell	22.1	um
FFs w/ async S/R, synth	0	
worst slew pin tran	1.26	ns
Final HPWL DP	162	mm
logic area	0.0498	mm2
design area	0.0657	mm2
Synth Seq Share	0.0846	
first-pass GRT wire length	329	mm
global route total overflow	0	
number of setup buffers added after CTS	0	
main flop type	dfxtp_1	
most frequent logic cell in the layout	inv_1	
clk root buf	clkbuf_16	
CTS Sinks	256	
TritonCTS buffer count	40	
IO Count	131	
DIE AREA	0.153	mm2
H-tree depth	2	
via count	56100	
final wirelength	213	mm
Placement Setup Slack	10.79	ns
port bufs	130	
final worst path period share	0.521	
Critical Path End Type	flop	
Post-Layout Cell Count	9621	
Slowest-stage cell, CP	a2111oi_0	
hold-fix buffers at CTS	0	
FP Rows	142	
EDFF count, synth	0	
CP max stage delay	0.77	ns
placed insts	9548	
CTS Buffer Depth	3	
vias per inst	5.83	
Crit path required time	21.95	ns
Achievable Freq	89.6	MHz
tool warnings	214	
R2R cell count	34	
Max FO, Critical Path	48	
most frequent cells in the layout	1101 x inv_1, 1001 x ha_1, 648 x nand2_1, 546 x fa_1, 517 x a21oi_1	
yosys stat cell total	7692	
number of global-route vias before repair	54300	
slew margin rel.	0.141	
initial DRC count	5362	
Final Critical Period	11.16	ns
area grow syn2layout	8.39	%
CTS-repair resized insts	0	
Final Hold Violation Tally	0	
largest net degree at the start of global routing	74	
FP Util	0.404	
Core Region	0.150	mm2
Synth Instances	7692	
library cells used by synthesis	111	
final setup violating endpoints	0	
outcome	complete, no violations	
CTS tree	built	
RSZ-0062 raised after global routing	false	
antenna violations before repair	9	
critical path type	reg2reg	
FF+latch area	0.00512	mm2
Setup crit start kind	flop	
final tally of max-slew violations	0	
Worst Hold Class	reg2reg	
max cap viols	0	
filler cell count	14800	
clk ins delay skew pair	0.64	ns
area of placed instances	0.0642	mm2
hold path start	regr.data_out[31]$_SDFFE_PP0P_	
gpl congestion	1.01	
Yosys chip area	0.0606	mm2
Critical Path AT	11.70	ns
antenna-violating nets left	0	
worst r2r src	ALU1.addrg.data_out[30]$_DFF_P_	
yosys warning tally	3	
## cells in the mapped netlist (27+ instances only)
library cell | number | area, um2
nand4_1 | 47 | 294
o211ai_1 | 80 | 601
fa_1 | 546 | 10900
or3_1 | 65 | 407
and3_1 | 55 | 344
dfxtp_1 | 256 | 5120
inv_1 | 1101 | 4130
nand2_1 | 649 | 2440
a211oi_1 | 100 | 751
a221oi_1 | 67 | 587
o22ai_1 | 53 | 332
and2_1 | 142 | 888
a21oi_1 | 529 | 2650
xnor2_1 | 176 | 1540
or2_2 | 29 | 181
ha_1 | 1001 | 12500
xor2_1 | 49 | 429
a21o_1 | 97 | 728
nand2b_1 | 39 | 244
clkbuf_1 | 325 | 1220
nor2b_1 | 29 | 181
o21a_1 | 77 | 578
o221ai_1 | 53 | 464
buf_1 | 34 | 128
nor4_1 | 37 | 231
o2111ai_1 | 36 | 315
buf_2 | 82 | 410
a31oi_1 | 113 | 707
o31ai_1 | 49 | 368
mux2i_1 | 79 | 791
nand3_1 | 198 | 991
o21ai_0 | 368 | 1840
a2111oi_0 | 27 | 236
nor3_1 | 203 | 1020
nor2_1 | 425 | 1600
o21bai_1 | 44 | 330
## per-stage QoR
stage,hold WS (ns)
floorplan,0.310
global placement,0.319
detailed placement,0.320
CTS,0.338
global route,0.351
finish,0.330
## critical path: cells and delay by family, from the launching register on
family,cells,cell delay [ns]
DFF,1,0.43
buffers and inverters,4,1.31
AOI/OAI and AO/OA,16,5.20
adders and majority gates,2,0.80
muxes,2,0.47
and+or+nand+nor,10,2.84
## worst max-delay path by stage
stage / from / end / slack [ns] / cells after the start
after CTS: ALU1.addrg.data_out[30]$_DFF_P_ / ALU1.addrgb.data_out[30]$_DFF_P_ / 10.71 / 35
after global routing: ALU1.addrg.data_out[30]$_DFF_P_ / ALU1.addrgb.data_out[30]$_DFF_P_ / 9.78 / 35
final: ALU1.addrg.data_out[30]$_DFF_P_ / ALU1.addrgb.data_out[16]$_DFF_P_ / 10.24 / 34
## registers in the layout, summed over array words and instances, names as in the netlist
| name | count |
|---|---|
| ALU1.multib.data_out | 32 |
| ALU1.multir.data_out | 32 |
| regg.data_out | 32 |
| regb.data_out | 32 |
| ALU1.addrgb.data_out | 32 |
| ALU1.multig.data_out | 32 |
| regr.data_out | 32 |
| ALU1.addrg.data_out | 32 |
## kinds of logic after synthesis
kind of cell,count (synthesis),share of synthesized area
buffers and inverters,1564,0.0998
XOR/XNOR,233,0.0350
AND-OR/OR-AND,2016,0.222
flip-flops,256,0.0846
AND/OR/NAND/NOR,1975,0.154
multiplexers,101,0.0178
adder cells (fa/ha/maj),1547,0.387
## cell type report
class,count,share of cell area
multi-input cells,5872,0.759
flip-flops and latches,256,0.0780
inverters,1109,0.0634
repair buffers,295,0.0387
well taps,2016,0.0384
clock buffers,47,0.0164
clock inverters,25,0.00638
diodes,1,0.0000381
## layer usage
metal  vias to the layer above  global-route usage  share of wire
li1                      26500                   -              -
met1                     26300               0.417           0.43
met5                         -                   0        0.00013
met4                         4              0.0881          0.040
met3                       553              0.0816           0.11
met2                      2712               0.420           0.42
